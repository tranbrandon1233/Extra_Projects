==> /design/flow/design.v <==
module CartItem(
    input [15:0] price,          
    input [7:0] quantity,        
    output [31:0] total_price    
);
    assign total_price = price * quantity;
endmodule
module Cart (
    input clk,                    
    input reset,                  
    input [15:0] item_price,      
    input [7:0] item_quantity,    
    input add_item,               
    input remove_item,            
    input update_quantity,        
    input [7:0] new_quantity,     
    output [31:0] total_price     
);
    reg [31:0] cart_total;
    reg [15:0] item_prices[4:0];        
    reg [7:0] item_quantities[4:0];     
    integer i;
    always @(posedge clk or posedge reset) begin
        if (reset) begin
            cart_total <= 0;
            for (i = 0; i < 5; i = i + 1) begin
                item_prices[i] <= 0;
                item_quantities[i] <= 0;
            end
        end else begin
             if (add_item) begin
                for (i = 0; i < 5; i = i + 1) begin
                    if (item_prices[i] == 0) begin
                        item_prices[i] <= item_price;
                        item_quantities[i] <= item_quantity;
                        i = 5;  
                    end
                end
            end
            if (remove_item) begin
                for (i = 0; i < 5; i = i + 1) begin
                    if (item_prices[i] == item_price) begin
                        item_prices[i] <= 0;
                        item_quantities[i] <= 0;
                        i = 5;  
                    end
                end
            end
            if (update_quantity) begin
                for (i = 0; i < 5; i = i + 1) begin
                    if (item_prices[i] == item_price) begin
                        item_quantities[i] <= new_quantity;
                        i = 5;  
                    end
                end
            end
        end
    end
    always @(*) begin
        cart_total = 0;
        for (i = 0; i < 5; i = i + 1) begin
            cart_total = cart_total + (item_prices[i] * item_quantities[i]);
        end
    end
    assign total_price = cart_total;
endmodule
module testbench;
    reg clk;
    reg reset;
    reg [15:0] item_price;
    reg [7:0] item_quantity;
    reg add_item;
    reg remove_item;
    reg update_quantity;
    reg [7:0] new_quantity;
    wire [31:0] total_price;
    Cart cart(
        .clk(clk),
        .reset(reset),
        .item_price(item_price),
        .item_quantity(item_quantity),
        .add_item(add_item),
        .remove_item(remove_item),
        .update_quantity(update_quantity),
        .new_quantity(new_quantity),
        .total_price(total_price)
    );
    always begin
        #5 clk = ~clk;   
    end
    initial begin
        clk = 0;
        reset = 0;
        add_item = 0;
        remove_item = 0;
        update_quantity = 0;
        item_price = 16'd100;    
        item_quantity = 8'd1;    
        new_quantity = 8'd2;     
        reset = 1;
        #10;
        reset = 0;
        add_item = 1;
        #10;
        add_item = 0;
        item_price = 16'd50;   
        item_quantity = 8'd3;  
        add_item = 1;
        #10;
        add_item = 0;
        update_quantity = 1;
        #10;
        update_quantity = 0;
        remove_item = 1;
        #10;
        remove_item = 0;
        #10;
        $display("Total price of items in the cart: $%d", total_price);
    end
endmodule
==> /design/flow/run.sh <==
#!/bin/bash
# OpenROAD 26Q1-2900-gdf79404cd8, Yosys 0.63+post, stock flow scripts
make -C /OpenROAD-flow-scripts/flow DESIGN_CONFIG=/design/flow/config.mk WORK_HOME=/design/flow/orfs finish
==> /design/flow/config.mk <==
export PLATFORM = sky130hd
export DESIGN_NAME = CartItem
export DESIGN_NICKNAME = CartItem
export VERILOG_FILES = /design/flow/design.v
export SDC_FILE = /design/flow/constraint.sdc
export NUM_CORES = 4
export LEC_CHECK = 1
export CORE_UTILIZATION = 30
==> /design/flow/constraint.sdc <==
current_design CartItem

set clk_period 12.9
set clk_io_pct 0.2

create_clock -name clk0 -period $clk_period

set non_clock_inputs [all_inputs -no_clocks]
set_input_delay [expr $clk_period * $clk_io_pct] -clock clk0 $non_clock_inputs
set_output_delay [expr $clk_period * $clk_io_pct] -clock clk0 [all_outputs]
==> results.toml <==
# physical design summary
[synthesis]
top_area_share_pct = 40.8
yosys_cells = 481
syn_inst = 481
synthTopCellsByArea = "fa_1, and2_1, ha_1"
yosys_area_um2 = 4130
synth.avg_cell_area_um2 = 8.58
yosys.cell_types.count = 38
yosys.area.top_type = "fa_1"
ys_warn_count = 0
ys_seq_share_pct = 0
synth_area_um2 = 4130

[layout]
fin_cells = 693
fillers = 1377
layout_top_cells = "and2_1, inv_1, fa_1"
regArea_um2 = 0
syn_to_final_growth_pct = 15.1
drive_above_1_share_pct = 1.35
lay_top_count = "and2_1"
clock_buffers = 0
final_area_um2 = 4750
fin_util_pct = 35.6
comb_area_um2 = 3670
nFlopsAndLatches = 0

[floorplan]
rows = 42
dieHeight_um = 119
ios = 56
chipWidth_um = 119
fp_util_pct = 30.9
core_um2 = 13300
dieArea_um2 = 14200

[timing]
setup_violations = 0
fin_crit_ps = 10670
hold_viol = 0
fin_tns_setup_ps = 0
drv_slew = 0
rsz0062_at_grt = "no"
tightestPinTransition_ps = 605
relSlewSlack_pct = 59.6
fmax_ghz = 0.0937
hold-worst-slack_ps = 6290
period_used_pct = 82.7

[pwr]
power-per-cell-area_nw_per_um2 = 178
p_leak_uw = 0.00237
vdd_drop_max_mv = 0.157

[run]
warning_count = 32
maxCapViolCount = 0

[min_path]
hold_start = "price[0]"
min_path_type = "in -> out"

[placed_design]
place_inst = 693
placed_area_um2 = 4750
io_buffers = 48
routabilityCongestion = 0.870
dp_hpwl_um = 7160

[detailed_routing]
drc = 0
antenna_cells = 0
wirelength_um = 8220
vias_per_cell = 4.57
vias = 3165
firstDrtPassIters = 4
wire_per_inst_um = 11.9
drt_iter0_drc = 83
ant_nets = 0

[critical_path]
cp-end-kind = "output port"
crit_slowest_cell = "clkdlybuf4s50_1"
cp.depth = 16
startpoint = "quantity[5]"
path_common_cell = "fa_1"
cp.required_ps = 10320
crit_family = "adder cells"
crit_end = "total_price[22]"
worstPathMaxFanout = 16
critPathArrivalTime_ps = 8090
path_buffers = 4
critPathMaxStageDelay_ps = 730
cp-start-kind = "input port"
path_cells = "clkdlybuf4s50_1 -> and2_1 -> fa_1 -> fa_1 -> fa_1 -> inv_1 -> fa_1 -> inv_1 -> ha_1 -> and3_1 -> nand3_1 -> o21ai_1 -> nand3_1 -> a41oi_1 -> xor2_1 -> clkdlybuf4s50_1"
critical_path_class = "in -> out"

[clocking]
post_cts_buffers = 0
hold_buffers = 0
cts.repair.resized = 0

[grt]
gr-total-overflow = 0
antenna_found_initial = 0
grt_max_degree = 17
grt_pass1_wl_um = 15400
grt_usage_pct = 13.8
grt_pass1_vias = 3415

[outcome]
status = "completed"
==> layout make-up <==
type / count / area share (%)
inverter: 100 / 7.91
multi-input combinational: 369 / 77.3
tap: 176 / 4.64
timing repair buffer: 48 / 10.1
==> stage by stage <==
step | worst slack, ps | power [uW]
after floorplan | 3790 | 512
after global placement | 2320 | 856
after detailed placement | 2320 | 856
after CTS | 2250 | 863
after global routing | 1900 | 977
final | 2230 | 844
==> power by group <==
group / leakage, uW / internal [uW] / total (uW) / switching, uW
Clock: 0 / 0 / 0 / 0
Sequential: 0 / 0 / 0 / 0
Combinational: 0.00237 / 456 / 844 / 388
==> synthesized netlist by cell type (all sizes together) (3+ instances only) <==
master	instances
and2	102
inv	100
fa	84
ha	44
nand2	38
a21oi	15
o21ai	11
buf	10
nor2	10
xnor2	10
clkbuf	9
a21o	7
xor2	6
a31oi	4
nand3	4
a211oi	3
nor2b	3
o21a	3
==> per-layer routing <==
layer | vias to the layer above | global-route usage, % | wire length, um
met5 | - | 0 | 0
met4 | 0 | 0.712 | 54
met3 | 6 | 0.783 | 241
met2 | 55 | 24.7 | 4130
met1 | 1580 | 19.5 | 3800
li1 | 1524 | - | -
==> worst min path at each step <==
stage           endpoint  cells after the start
4_1_cts   total_price[0]                      3
5_1_grt   total_price[0]                      3
6_report  total_price[0]                      3
==> cell families after synthesis <==
kind of cell | count (synthesis) | share of synthesized area (%)
other cells | 1 | 0.0909
fa+ha+maj | 128 | 54.1
buf+inv | 119 | 11.6
compound gates | 54 | 9.04
xor+xnor | 16 | 3.40
simple gates | 163 | 21.7
Power figures rest on the tool's default switching activity, not on a simulated workload.
