==> /design/flow/design.v <==
module delay_timer_ls7212  
 (   
      input [7:0] wb,  
      input clk,  
      input reset,  
      input trigger,  
      input mode_a, mode_b,  
      output reg delay_out_n  
 );  
 reg[7:0] PULSE_WIDTH ;  
 reg [7:0] DELAY;  
 reg [7:0] TIMER=0;  
 reg trigger_sync_1=0,trigger_sync_2=0;  
 wire trigger_rising,trigger_falling;  
 reg timer_start=0,out_low=0;  
 wire timer_clear2,timer_clear3,timer_clear;  
 reg [1:0] mode;  
 reg reset_timer1=0,reset_timer2=0,reset_timer=0;  
 wire reset_timer3,reset_det;  
 reg reset_det1=0,reset_det2=0;  
 always @(posedge clk)  
 begin  
           trigger_sync_1 <= trigger;  
           trigger_sync_2 <= trigger_sync_1; 
           reset_timer1 <= reset_timer;  
           reset_timer2 <= reset_timer1;  
           reset_det1 <= reset;  
           reset_det2 <= reset_det1;  
 end  
 assign trigger_rising = trigger_sync_1 & (~trigger_sync_2);   
 assign trigger_falling = trigger_sync_2 & (~trigger_sync_1);   
 assign reset_timer3 = reset_timer1 & (~reset_timer2);  
 assign reset_det = reset_det2 & (~reset_det1);  
 always @(trigger_rising,trigger_falling,mode_a,mode_b,wb)  
 begin  
      if(trigger_falling == 1 || trigger_rising == 1) begin  
           PULSE_WIDTH = wb;  
           DELAY = (2*wb + 1)/2;  
           mode = {mode_a,mode_b};  
      end  
 end  
 always @(mode,reset,trigger_falling,trigger_rising,TIMER,reset,trigger,PULSE_WIDTH,DELAY,reset_det)  
 begin  
      case(mode)  
                2'b00:  
                          begin  
                               if(reset) begin  
                                    out_low <= 0;  
                                    timer_start <= 0;  
                                    reset_timer <= 1;  
                               end  
                               else if(trigger_rising==1) begin  
                                    out_low <= 1;  
                                    timer_start <= 1;  
                                    reset_timer <= 1;  
                                    end  
                               else if(TIMER>=PULSE_WIDTH) begin  
                                    out_low <= 0;  
                                    timer_start <= 0;  
                                    reset_timer <= 1;  
                               end  
                          end  
                2'b01:  
                          begin  
                               if(reset) begin  
                                    out_low <= 0;  
                                    timer_start <= 0;  
                                    reset_timer <= 1;  
                               end  
                               else if(reset_det==1 && trigger==1) begin  
                                    timer_start <= 1;  
                                    reset_timer <= 0;  
                               end  
                               else if(trigger_rising==1) begin  
                                    timer_start <= 1;  
                                    reset_timer <= 0;  
                                    end  
                               else if(trigger_falling==1 || trigger == 0) begin  
                                    out_low <= 0;  
                                    reset_timer <= 1;  
                                    timer_start <= 0;  
                               end  
                               else if(TIMER >= DELAY) begin  
                                    out_low <= 1;  
                                    timer_start <= 0;  
                                    reset_timer <= 1;  
                               end  
                          end       
                2'b10:  
                          begin  
                               if(reset) begin  
                                    out_low <= 0;  
                                    timer_start <= 0;  
                                    reset_timer <= 1;  
                               end  
                               else if(trigger_rising==1 || trigger == 1) begin  
                                    out_low <= 1;  
                               end  
                               else if(trigger_falling==1 ) begin  
                                    timer_start <= 1;  
                                    reset_timer <= 0;  
                                    end  
                               else if(TIMER>=DELAY) begin  
                                    out_low <= 0;  
                                    timer_start <= 0;  
                                    reset_timer <= 1;  
                               end  
                          end       
                2'b11:  
                          begin  
                               if(reset) begin  
                                    out_low <= 0;  
                                    timer_start <= 0;  
                                    reset_timer <= 1;  
                               end  
                               else if(reset_det==1 && trigger==1) begin  
                                    timer_start <= 1;  
                                    reset_timer <= 0;  
                               end  
                               else if(trigger_falling==1 || trigger_rising==1 ) begin  
                                    timer_start <= 1;  
                                    reset_timer <= 0;  
                                    end  
                               else if(TIMER>=DELAY) begin  
                                    out_low <= trigger;  
                                    timer_start <= 0;  
                                    reset_timer <= 1;  
                               end  
                          end  
           endcase  
 end  
 always @(posedge clk or posedge timer_clear)  
 begin  
 if(timer_clear)   
      TIMER <= 0;  
 else if(timer_start)  
      TIMER <= TIMER + 1;  
 end  
 assign timer_clear = reset_timer3 | trigger_rising == 1 | timer_clear3 ;  
 assign timer_clear2 = (trigger_rising == 1)|(trigger_falling == 1);  
 assign timer_clear3 = timer_clear2 & (mode == 2'b11);  
 always @(posedge clk)  
 begin  
      if(out_low == 1)  
           delay_out_n <= 0;  
      else  
           delay_out_n <= 1;  
 end  
 endmodule   
==> /design/flow/run.sh <==
#!/bin/bash
# OpenROAD 26Q1-2900-gdf79404cd8, Yosys 0.63+post, stock flow scripts
make -C /OpenROAD-flow-scripts/flow DESIGN_CONFIG=/design/flow/config.mk WORK_HOME=/design/flow/orfs finish
==> /design/flow/config.mk <==
export PLATFORM = sky130hd
export DESIGN_NAME = delay_timer_ls7212
export DESIGN_NICKNAME = delay_timer_ls7212
export VERILOG_FILES = /design/flow/design.v
export SDC_FILE = /design/flow/constraint.sdc
export NUM_CORES = 4
export LEC_CHECK = 1
export CORE_AREA = 10 10 110 110
export DIE_AREA = 0 0 120 120
==> /design/flow/constraint.sdc <==
current_design delay_timer_ls7212

set clk_period 1.0
set clk_io_pct 0.2

create_clock -name clk0 -period $clk_period [get_ports {clk}]

set non_clock_inputs [all_inputs -no_clocks]
set_input_delay [expr $clk_period * $clk_io_pct] -clock clk0 $non_clock_inputs
set_output_delay [expr $clk_period * $clk_io_pct] -clock clk0 [all_outputs]
==> notes.org <==
* Flow results

** Timing
- Setup Skew :: 0.00474 ns
- Counting I/O delays and the setup requirement, the final critical path takes 1.04 ns.
- The timer found 13 register pins that no clock reaches; their paths are not timed.
- RSZ-0062 raised after global routing :: yes
- The final layout reports a setup TNS of -0.0556 ns.
- Final setup viols :: 3
- Once routing completed, OpenROAD measured the worst setup slack at -0.0401 ns.
- The transition time recorded at the tightest slew-check pin is 0.323 ns.
- OpenROAD reports that the post-layout worst path occupies 104% of the period.
- 15 endpoints have no timing constraint.
- Across all hold checks on the routed design, the worst slack comes to 0.353 ns.
- Headroom to the max-slew limit :: 78.5%
- Based on the critical path, the design can be clocked at up to 961 MHz.
- The final max-slew violation count recorded for this run is 0.
- The final timing report lists a hold violation count of 0.

** Drt
- After detailed routing, the total wire length is 2170 um.
- After the first detailed-routing iteration, the DRC count stood at 54.
- TritonRoute output was used to compute an average wire per cell of 7.88 um.
- The first detailed-routing pass took 4 iterations.
- Antenna repair during routing inserted a diode count of 0.
- Post-DR vias/cell :: 3.03
- The routed layout reports a DRC error count of 0.
- Post-DRT Antenna Nets :: 0
- Via count :: 832

** Floorplan
- The floorplan step records an initial core utilization of 11.2%.
- The vertical die dimension reported for this design is 120 um.
- Measured along the x axis, the die boundary spans 120 um.
- Top-level port count :: 14
- Floorplan row count :: 36
- The die covers 14,400 um2.
- After floorplanning, the core was sized to cover 9770 um2.

** Power
- Flop pwr share :: 41.0%
- Switching power :: 643 uW
- Power per cell area :: 1360 nW/um2
- Total chip power :: 2160 uW
- The leakage power in the latest report is 0.000703 uW.
- Combinational cell fraction of total power :: 36.7%
- Of the total power, the share spent switching nets is 29.8%.
- Internal power :: 1510 uW
- The clock network accounts for 22.3% of the total power.
- Highest ir drop seen on vdd :: 440 uV

** Worst setup path
- The critical path in this run is classified as reg2reg.
- Critical path launch point :: TIMER[0]
- Per STA, the endpoint of the critical path is TIMER[1].
- R2r startpoint :: TIMER[0]
- Per the timing report, the most critical flop-to-flop path finishes at TIMER[1].
- The worst register-to-register path has a setup slack of -0.04 ns.
- Critical Path Start Type :: flop
- CP max FO :: 4
- Arrival time at the worst endpoint :: 1.17 ns
- STA classifies the critical path endpoint as a flop.
- The number of cells on the worst reg-to-reg path is 2.
- Required time at the endpoint of the critical path :: 1.13 ns

** Synthesis
- According to the Yosys statistics, the synthesized design has a chip area of 1100 um2.
- Counting flops with an async set or reset pin after synthesis yields a share of 28.6%.
- Counting flops and latches in the post-synthesis netlist gives 28.
- Average footprint of a synthesized cell :: 9.53 um2
- Number of warning messages in the yosys log :: 1
- The commonest register cell is sky130_fd_sc_hd__dlxtn_1.
- Number of standard cells reported by yosys :: 115
- Mapped Cells :: 115
- Total standard cell area after synthesis :: 1100 um2
- The synthesized design contains 0 enable-type register cells.
- The netlist uses 30 different library cells.

** Global routing
- The via count of the first global-routing pass was 809.
- Global routing used 2.96% of the available tracks across all layers.
- Entering global routing, the biggest net connects 12 pins.
- The initial antenna violation count is 0.
- Wire length of the first global-routing pass :: 3660 um
- Global route overflow :: 0

** Cells and area
- The area growth from synthesis to layout is 44.1%.
- Cells fill 16.2% of the core in the end.
- Cells with a size suffix above 1 make up 17.6% of the layout.

** Clock network
- Number of CTS-inserted buffers :: 3
- The clock passes through at most 2 buffers.
- At the later pin of the worst-skew pair, clock insertion delay measures 0.24 ns.
- The tree is rooted in a sky130_fd_sc_hd__clkbuf_8.
- TritonCTS clock tree :: done
- Post-CTS repair timing setup buffer count :: 0
- CTS built an H-tree with a depth of 1.
- Reg clk slew, reported paths :: 0.06 ns

** Place
- Final GP Congestion :: 0.778
- After legalization and detailed placement, the total HPWL measured 1790 um.
- Number of buffers added on ports :: 13

** Flow run
- Maxcap violations :: 0
- OpenROAD emitted warnings numbering 29.

** Outcome
- The flow ran to the end, but the final reports show violations.
- The checks that failed: negative setup slack.

** Hold path
- The path class of the tightest hold or removal check is reg2reg.
==> worst max-delay path, stage by stage (launching register included) <==
cell and delay, ns:
sky130_fd_sc_hd__dfrtp_2 0.44, sky130_fd_sc_hd__ha_4 0.24, sky130_fd_sc_hd__mux2_4 0.25
==> placed cells by master (no fill, tap or decap), types with 2 or more instances in the layout <==
cell type	Yosys	final
sky130_fd_sc_hd__dfrtp_1	8	7
sky130_fd_sc_hd__xor2_1	3	3
sky130_fd_sc_hd__dfxtp_1	7	5
sky130_fd_sc_hd__nand2_1	7	7
sky130_fd_sc_hd__nand4_1	4	4
sky130_fd_sc_hd__xnor2_1	4	4
sky130_fd_sc_hd__ha_4	0	2
sky130_fd_sc_hd__dlxtn_1	13	13
sky130_fd_sc_hd__a21oi_1	4	4
sky130_fd_sc_hd__ha_1	11	9
sky130_fd_sc_hd__buf_4	0	10
sky130_fd_sc_hd__o21ai_0	7	7
sky130_fd_sc_hd__inv_1	15	14
sky130_fd_sc_hd__nor2_2	0	2
sky130_fd_sc_hd__clkdlybuf4s50_1	0	12
sky130_fd_sc_hd__a2bb2oi_1	2	2
sky130_fd_sc_hd__dfxtp_2	0	2
sky130_fd_sc_hd__nor2b_1	3	2
sky130_fd_sc_hd__clkbuf_8	0	3
sky130_fd_sc_hd__nor2_1	11	9
==> area by class of cell <==
class                           count  area [um2]
Sequential cell                    28         539
Fill cell                        1088        8200
Inverter                           15        56.3
Tap cell                          133         166
Multi-Input combinational cell     71         547
Clock buffer                        4        45.0
Timing Repair Buffer               24         225
==> state kept, by name (all words and copies together), names as in the netlist <==
register,count
mode,2
trigger_sync_2,1
reset_det2,1
delay_out_n,1
reset_timer2,1
out_low,1
DELAY,8
timer_start,1
trigger_sync_1,1
reset_timer,1
TIMER,8
reset_timer1,1
reset_det1,1
==> repair_timing <==
item                                   in CTS  in global routing
hold buffers                                0                  0
setup endpoints to repair                   3                  5
pin swaps                                   0                  1
resized                                     5                  4
endpoints found under the hold margin       0                  0
==> power groups by stage <==
stage / registers, uW / clock network [uW] / logic, uW
finish: 883 / 480 / 792
global route: 900 / 522 / 918
CTS: 858 / 499 / 776
==> worst min path at each step <==
stage         cells after the start        from  slack [ns]         end
CTS                               0  reset_det1        0.35  reset_det2
finish                            0  reset_det1        0.35  reset_det2
global route                      0  reset_det1        0.37  reset_det2
==> logic make-up after synthesis <==
kind of cell             count (synthesis)  synth area share, %
AND-OR/OR-AND                           20                 11.5
multiplexers                             1                 1.03
buffers and inverters                   16                 6.16
flip-flops                              15                 31.0
XOR/XNOR                                 7                 5.59
adder cells (fa/ha/maj)                 11                 12.6
latches                                 13                 17.8
AND/OR/NAND/NOR                         32                 14.3
==> per-layer routing <==
layer,track usage [%],up-vias,share of wire (%)
li1,-,440,-
met1,4.00,374,50
met2,4.95,16,46
met3,0.238,2,2.1
met4,0.830,0,2.5
met5,0,-,0
==> Yosys cell counts (all sizes together) (2+ instances only) <==
| cell type | number | area share [%] |
|---|---|---|
| nor2b | 3 | 1.7 |
| nand2 | 7 | 2.4 |
| dlxtn | 13 | 18 |
| dfrtp | 8 | 18 |
| dfxtp | 7 | 13 |
| a21oi | 4 | 1.8 |
| inv | 15 | 5.1 |
| o21ai | 7 | 3.2 |
| a2bb2oi | 2 | 1.6 |
| xor2 | 3 | 2.4 |
| xnor2 | 4 | 3.2 |
| nor2 | 11 | 3.8 |
| ha | 11 | 13 |
| nand4 | 4 | 2.3 |
==> through the flow <==
stage | worst slack [ns] | cell area [um2] | cells
global route | -0.0921 | 1580 | 275
CTS | -0.0667 | 1560 | 275
finish | -0.0401 | 1580 | 275
detailed placement | -0.0594 | 1510 | 271
global placement | -0.0316 | 1510 | 271
floorplan | -0.0480 | 1130 | 115
No activity file was given, so power comes from the tool's default toggle rates.
