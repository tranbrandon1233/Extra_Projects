--- design.v ---
module processor (
    input  [7:0]    DATA_IN_A,        
    input  [7:0]    DATA_IN_B,        
    input           SYSTEM_CLK,       
    input           EIL_BAR,          
    input  [24:13]  CONTROL_BITS,     
    output [4:0]    STATUS_BITS,      
    output [7:0]    DATA_OUT          
);
wire [7:0] DATA_OUT_A;
wire [7:0] DATA_OUT_B;
wire [7:0] DATA_OUT_TA;
wire [7:0] DATA_OUT_TB;
wire [7:0] ALU_IN_A;
wire [7:0] ALU_IN_B;
wire [7:0] ALU_OUT;
wire       A_SOURCE;
wire       B_SOURCE;
wire [20:15] ALU_FUNC;
wire       CIN;
wire [24:21] ALU_DEST;
wire [7:0] IN_ZP;
wire       LOW;
wire       OVERFLOW;
assign A_SOURCE     = CONTROL_BITS[13];
assign B_SOURCE     = CONTROL_BITS[14];
assign ALU_FUNC     = CONTROL_BITS[20:15];
assign CIN          = CONTROL_BITS[21];
assign ALU_DEST     = CONTROL_BITS[24:22];
assign LOW          = 1'b0;
assign DATA_OUT     = IN_ZP;
register_ab8 REGISTERA (
    .DATA_IN(DATA_IN_A),
    .SYSTEM_CLK(SYSTEM_CLK),
    .ENABLE_CLK(EIL_BAR),
    .DATA_OUT(DATA_OUT_A)
);
register_ab8 REGISTERB (
    .DATA_IN(DATA_IN_B),
    .SYSTEM_CLK(SYSTEM_CLK),
    .ENABLE_CLK(EIL_BAR),
    .DATA_OUT(DATA_OUT_B)
);
register_ab8 TEMP_REGISTER_A (
    .DATA_IN(ALU_OUT),
    .SYSTEM_CLK(SYSTEM_CLK),
    .ENABLE_CLK(ALU_DEST[21]),
    .DATA_OUT(DATA_OUT_TA)    
);
register_ab8 TEMP_REGISTER_B (
    .DATA_IN(ALU_OUT),
    .SYSTEM_CLK(SYSTEM_CLK),
    .ENABLE_CLK(ALU_DEST[22]),
    .DATA_OUT(DATA_OUT_TB)
);
ta157_8 MUX_A (
    .A8(DATA_OUT_TA),
    .B8(DATA_OUT_A),
    .S(A_SOURCE),
    .EN_BAR(LOW),
    .Y8(ALU_IN_A)
);
ta157_8 MUX_B (
    .A8(DATA_OUT_TB),
    .B8(DATA_OUT_B),
    .S(B_SOURCE),
    .EN_BAR(LOW),
    .Y8(ALU_IN_B)
);
alu_extended ALU1 (
    .IN_A(ALU_IN_A),
    .IN_B(ALU_IN_B),
    .CIN(CIN),
    .ALU_FUNC(ALU_FUNC),
    .OUT8(ALU_OUT),
    .C4(STATUS_BITS[0]),
    .C8(STATUS_BITS[1]),
    .Z(STATUS_BITS[2]),
    .OVERFLOW(OVERFLOW)
);
assign STATUS_BITS[4] = OVERFLOW;
register_ab8 F_REGISTER (
    .DATA_IN(ALU_OUT),
    .SYSTEM_CLK(SYSTEM_CLK),
    .ENABLE_CLK(ALU_DEST[23]),
    .DATA_OUT(IN_ZP)
);
zp_bit ZP_BIT1 (
    .F8(IN_ZP),
    .ZP_BAR(STATUS_BITS[3])
);
endmodule
module register_ab8 (
    input [7:0] DATA_IN,
    input SYSTEM_CLK,
    input ENABLE_CLK,
    output reg [7:0] DATA_OUT
);
    always @(posedge SYSTEM_CLK) begin
        if (ENABLE_CLK) DATA_OUT <= DATA_IN;
    end
endmodule
module ta157_8 (
    input [7:0] A8,
    input [7:0] B8,
    input S,
    input EN_BAR,
    output [7:0] Y8
);
    assign Y8 = (EN_BAR == 1'b0) ? (S ? B8 : A8) : 8'bz;
endmodule
module alu_extended (
    input [7:0] IN_A,
    input [7:0] IN_B,
    input CIN,
    input [5:0] ALU_FUNC,
    output reg [7:0] OUT8,
    output reg C4,
    output reg C8,
    output reg Z,
    output reg OVERFLOW
);
    always @(*) begin
        {C8, OUT8} = IN_A + IN_B + CIN;   
        C4 = OUT8[4];
        Z = (OUT8 == 8'b0);
        OVERFLOW = (IN_A[7] & IN_B[7] & ~OUT8[7]) | (~IN_A[7] & ~IN_B[7] & OUT8[7]);
    end
endmodule
module zp_bit (
    input [7:0] F8,
    output ZP_BAR
);
    assign ZP_BAR = ~|F8;
endmodule
--- run.sh ---
#!/bin/bash
# OpenROAD 26Q1-2900-gdf79404cd8, Yosys 0.63+post, stock flow scripts
make -C /OpenROAD-flow-scripts/flow DESIGN_CONFIG=/design/flow/config.mk WORK_HOME=/design/flow/orfs finish
--- config.mk ---
export PLATFORM = sky130hd
export DESIGN_NAME = processor
export DESIGN_NICKNAME = processor
export VERILOG_FILES = /design/flow/design.v
export SDC_FILE = /design/flow/constraint.sdc
export NUM_CORES = 4
export LEC_CHECK = 1
export CORE_UTILIZATION = 40
--- constraint.sdc ---
current_design processor

set clk_period 3.8
set clk_io_pct 0.2

create_clock -name clk0 -period $clk_period [get_ports {SYSTEM_CLK}]

set non_clock_inputs [all_inputs -no_clocks]
set_input_delay [expr $clk_period * $clk_io_pct] -clock clk0 $non_clock_inputs
set_output_delay [expr $clk_period * $clk_io_pct] -clock clk0 [all_outputs]
==> results.sh <==
# implementation run metrics
export IMPL_status="completed"
export IMPL_drt_iter0_drc=58
export IMPL_synth_top_cell_area_share_pct=63.7
export IMPL_fin_hold_ws_ns=0.921
export IMPL_cts_buffers=5
export IMPL_finalClockPeriodUsage_pct=97.7
export IMPL_wirelength_um=3450
export IMPL_ys_flop_type="edfxtp_1"
export IMPL_fp_row_count=24
export IMPL_dp_slack_ns=-0.837
export IMPL_drt_pass1_iter_count=20
export IMPL_cp_data_required_time_ns=3.04
export IMPL_ctsHoldBuffers=0
export IMPL_worstPathCellList="buf_6, buf_6, buf_6, mux2_4, ha_4, or2_1, o21a_1, buf_4, buf_4, nor2b_2, xnor2_2, nor4b_4, clkbuf_2"
export IMPL_r2r_end="TEMP_REGISTER_A.DATA_OUT[7]"
export IMPL_startpoint="CONTROL_BITS[13]"
export IMPL_grt_overflow=0
export IMPL_synth_cell_types=35
export IMPL_grt_usage_pct=16.2
export IMPL_gp_congestion=0.832
export IMPL_fp_dieW_um=70.7
export IMPL_vias_per_cell=4.92
export IMPL_cap_violations=0
export IMPL_fin_area_um2=2790
export IMPL_tightest_slew_ns=0.765
export IMPL_p_leak_nw=1.09
export IMPL_synthCells=117
export IMPL_hp_class="flop to flop"
export IMPL_r2r_cells=11
export IMPL_fin_cells=240
export IMPL_setup_viol=0
export IMPL_hp_start="TEMP_REGISTER_A.DATA_OUT[1]"
export IMPL_core_area_um2=4440
export IMPL_h_tree_depth=2
export IMPL_synth_cell_area_um2=1890
export IMPL_cts_sinks=40
export IMPL_top_layer_used="met4"
export IMPL_warning_count=32
export IMPL_wl_met3_um=410
export IMPL_top_area_cell="edfxtp_1"
export IMPL_worst_setup_path_type="input port to output pin"
export IMPL_fin_ws_ns=0.0875
export IMPL_period_minus_slack_ns=3.71
export IMPL_die_area_um2=5000
export IMPL_vias=1180
export IMPL_drv_slew=0
export IMPL_ir_drop_v=0.000406
export IMPL_dp_cells=222
export IMPL_met1_length_um=1500
export IMPL_logic_area_um2=754
export IMPL_drc_errors=0
export IMPL_p_switching_mw=0.657
export IMPL_wl_met2_um=1510
export IMPL_area_leaders="edfxtp_1 (64%), ha_1 (5.3%), mux2_2 (4.8%)"
export IMPL_startpoint_type="input port"
export IMPL_ys_cells=117
export IMPL_synth_warnings=3
export IMPL_synth_seq_cells=40
export IMPL_pwr_share_seq_pct=33.1
export IMPL_switching_share_pct=29.0
export IMPL_cp_slowest_cell="mux2_4"
export IMPL_register_area_um2=1200
export IMPL_critPathCaptureType="output pin"
export IMPL_skew_ns=0.00461
export IMPL_arrival_ns=2.95
export IMPL_lay_top_cells="edfxtp_1 (40), clkdlybuf4s50_1 (30), buf_4 (29)"
export IMPL_ant_nets=0
export IMPL_ioPinCount=43
export IMPL_grt_pass1_wl_um=5750
export IMPL_avgSynthCellArea_um2=16.1
export IMPL_crit_path_frequent_cell="buf_6"
export IMPL_r2r_start="REGISTERA.DATA_OUT[0]"
export IMPL_yosysChipArea_um2=1890
export IMPL_path_clk_slew_ns=0.07
export IMPL_final_layout_size_suffix_gt1_share_pct=40.4
export IMPL_nFillCells=309
export IMPL_critPathMaxFanout=4
export IMPL_clock_power_share_pct=14.5
export IMPL_reg2reg_setup_slack_ns=1.38
export IMPL_p_total_mw=2.27
export IMPL_powerDensity_nw_per_um2=814
export IMPL_fmax_mhz=269
export IMPL_synthToLayoutAreaGrowth_pct=47.7
export IMPL_wl_per_cell_um=14.4
export IMPL_worstHoldPathCells=3
export IMPL_port_buffers=36
export IMPL_rsz0062_at_grt="false"
export IMPL_grt_pass1_vias=1221
export IMPL_edf_count=40
export IMPL_n_antenna_cell=0
export IMPL_root_buffer="clkbuf_8"
export IMPL_async_reset_ff_share_pct=0
export IMPL_fp_util_pct=42.5
export IMPL_hold_end="TEMP_REGISTER_B.DATA_OUT[1]"
export IMPL_place_area_um2=2450
export IMPL_synth_seq_share_pct=63.7
export IMPL_die_h_um=70.7
export IMPL_antenna_found_initial=0
export IMPL_layout_top_cell="edfxtp_1"
export IMPL_clk_path_buf_depth=2
export IMPL_hold_violations=0
export IMPL_dpl_hpwl_um=2500
export IMPL_critical_path_max_stage_delay_ns=0.30
export IMPL_insertion_delay_ns=0.29
export IMPL_cts_tree="yes"
export IMPL_intPower_mw=1.61
export IMPL_p_comb_share_pct=52.3
export IMPL_grt_max_degree=17
export IMPL_max_slew_margin_pct=48.9
layer usage:
metal / global-route usage [%] / up-vias
li1: - / 579
met1: 23.0 / 549
met2: 23.1 / 48
met3: 10.8 / 4
met4: 1.78 / 0
met5: 0 / -
worst max-delay path by stage:
stage	cells after the start	slack (ns)	to
finish	13	0.09	STATUS_BITS[2]
global route	14	0.01	STATUS_BITS[2]
CTS	10	0.007	STATUS_BITS[0]
sequential cells by signal, indices dropped and copies added (netlist names):
signal                    count
F_REGISTER.DATA_OUT           8
REGISTERA.DATA_OUT            8
REGISTERB.DATA_OUT            8
TEMP_REGISTER_A.DATA_OUT      8
TEMP_REGISTER_B.DATA_OUT      8
power by group through the flow:
stage | logic [mW] | clock network [mW] | registers (mW)
6_report | 1.19 | 0.330 | 0.752
5_1_grt | 1.30 | 0.363 | 0.771
4_1_cts | 1.04 | 0.339 | 0.751
worst max-delay path: cells and delay by family:
kind,cells,cell delay [ns]
buffers and inverters,6,0.75
and+or+nand+nor,3,0.66
muxes,1,0.30
AOI/OAI and AO/OA,1,0.21
adders and majority gates,1,0.16
xor gates and xnor gates,1,0.10
cell usage after synthesis, types with 4 or more instances:
cell	n
mux2_1	4
nor2_1	6
mux2i_1	4
buf_4	5
mux2_2	8
ha_1	8
inv_1	5
edfxtp_1	40
cell type report:
type | count | share of cell area [%]
Sequential cell | 40 | 43.1
Inverter | 5 | 0.673
Clock inverter | 2 | 1.26
Tap cell | 52 | 2.33
Clock buffer | 6 | 2.60
Timing Repair Buffer | 70 | 23.0
Multi-Input combinational cell | 65 | 27.1
per-stage QoR:
step | utilization, % | setup TNS (ns)
global placement | 55.1 | -2.39
global route | 62.7 | 0
floorplan | - | 0
finish | 62.7 | 0
CTS | 59.9 | 0
detailed placement | 55.1 | -2.48
logic make-up (layout without fill, tap and decap cells):
group / after synthesis / after routing / synth area share (%)
multiplexers: 17 / 17 / 10.1
AND/OR/NAND/NOR: 18 / 18 / 5.97
AND-OR/OR-AND: 16 / 16 / 7.63
XOR/XNOR: 4 / 4 / 1.86
flip-flops: 40 / 40 / 63.7
adder cells (fa/ha/maj): 10 / 10 / 7.43
buffers and inverters: 12 / 83 / 3.38
what timing repair did:
action	4_1_cts	5_1_grt
pin swaps	9	15
resized	27	21
setup endpoints to repair	4	4
setup buffers	5	5
Power figures rest on the tool's default switching activity, not on a simulated workload.
